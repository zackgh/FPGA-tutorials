<file path="/design/flow/run.sh">
#!/bin/bash
# OpenROAD 26Q1-2900-gdf79404cd8, Yosys 0.63+post, stock flow scripts
make -C /OpenROAD-flow-scripts/flow DESIGN_CONFIG=/design/flow/config.mk WORK_HOME=/design/flow/orfs finish
</file>
<file path="/design/flow/config.mk">
export PLATFORM = sky130hd
export DESIGN_NAME = SSDisp
export DESIGN_NICKNAME = SSDisp
export VERILOG_FILES = /design/flow/design.v
export SDC_FILE = /design/flow/constraint.sdc
export NUM_CORES = 4
export LEC_CHECK = 1
export CORE_AREA = 10 10 70 70
export DIE_AREA = 0 0 80 80
</file>
<file path="/design/flow/constraint.sdc">
current_design SSDisp

set clk_period 1.9
set clk_io_pct 0.2

create_clock -name clk0 -period $clk_period [get_ports {clk}]

set non_clock_inputs [all_inputs -no_clocks]
set_input_delay [expr $clk_period * $clk_io_pct] -clock clk0 $non_clock_inputs
set_output_delay [expr $clk_period * $clk_io_pct] -clock clk0 [all_outputs]
</file>
<file path="/design/flow/design.v">
`timescale 1ns / 1ps
module SSDisp(input clk,input[15:0] sw,output reg[6:0] seg,output wire[3:0] an,output wire dp);
reg[3:0] digit;
assign dp = 1;
assign an = 4'b0000;
always @(posedge clk)
begin
    digit<=sw[15:0];
    case(digit)
0:seg = 7'b1000000;
1:seg = 7'b1111001;
2:seg = 7'b0100100;
3:seg = 7'b0110000;
4:seg =7'b0011001;
5:seg =7'b0010010;
6:seg =7'b0000010;
7:seg =7'b1111000;
8:seg =7'b0000000;
9:seg =7'b0010000;
default: seg = 7'b0000000;
endcase
end
endmodule
</file>
==> flow_summary.yaml <==
# synthesis and place-and-route metrics
outcome:
  status: "finished clean"
timing:
  fmax_mhz: 708
  setup_viol: 0
  fin_crit_sh_pct: 74.3
  fin_ws_ns: 0.488
  rsz0062_at_grt: "false"
  fin_crit_ns: 1.41
  drv_slew: 0
  hold_violations: 0
  fin_skew_ns: 0.000427
  setup_tns_ns: 0
detailed_routing:
  drtPass1Iterations: 3
  vias_per_cell: 2.60
  drt-total-wl_um: 754
  insertedDiodeCount: 0
  drtAntennaViolNets: 0
  dr.first_iter.drc_count: 3
  route.detailed.drc: 0
  wire_per_inst_um: 7.62
  vias: 257
worst_setup_path:
  critPathMaxStageDelay_ns: 0.46
  startpoint: "seg[2]"
  critPathMaxFanout: 1
  crit_chain: "clkdlybuf4s50_1"
  endpoint_kind: "primary output"
  cp.arrival_ns: 1.03
  critical_path_class: "register to primary output"
  critPathBufInv: 1
  cp_top_family: "buffers and inverters"
  cp_slowest_cell: "clkdlybuf4s50_1"
  timing.rr.start: "digit[0]"
  startpoint_type: "register"
  required_ns: 1.52
cells_and_area:
  lay_top_cells: "11 x dfxtp_1, 11 x clkdlybuf4s50_1, 5 x ha_1, 5 x conb_1"
  syn2layout_area_growth_pct: 34.5
  drive_gt1_share_pct: 5.66
  n_fill_cell: 391
  fin_cells: 99
  design_area_um2: 591
placement:
  placed_cells: 95
  placed_cell_area_um2: 564
  port_buffers: 11
  gp_congestion: 0.815
  place_ws_ns: 0.750
clocking:
  cts-root-buf: "clkbuf_4"
  cts_max_path_buffers: 2
  clk_latency_ns: 0.26
  ctsHoldBuffers: 0
  cts_setup_buffers: 0
  htree_levels: 1
  cts_tree: "done"
  ctsResizeCount: 0
  clock-sinks: 11
  path_clk_slew_ns: 0.06
  cts_buffers: 3
floorplanning:
  fp.coreArea_um2: 3420
  row_count: 21
  die_area_um2: 6400
  die_x_um: 80
  ios: 29
  fp-utilization_pct: 12.9
  die_h_um: 80
synthesis:
  ys_top_cells_by_area: "dfxtp_1 50%, ha_1 14%, buf_4 8.5%"
  synth_chip_area_um2: 439
  synth.cellmix.adderShare_pct: 14.2
  ys_warn_count: 1
  yosysTopAreaCellShare_pct: 50.1
  netlist_instances: 42
  ys_sh_aoi_pct: 5.41
  ys_cells: 42
  xor_area_share_pct: 0
  synth_seq_share_pct: 50.1
  top_logic_kind: "buffers and inverters"
  syn_avg_cell_area_um2: 10.5
  yosysTopAreaCell: "dfxtp_1"
  netlist_area_um2: 439
  numSynthFlops: 11
  ys_sh_simple_pct: 9.12
  ys_types: 16
  synth.area.mux_share_pct: 4.56
grt:
  grt_pass1_vias: 298
  grt_overflow: 0
  antenna_found_initial: 0
  groute.usage.overall_pct: 2.49
  grt_first_pass_wirelength_mm: 1.27
  grt_max_degree: 10
power_and_ir_drop:
  worst_ir_drop_vdd_mv: 0.369
  powerDensity_nw_per_um2: 756
  fin_total_pwr_uw: 447
  p_leak_nw: 0.250
worst_hold_path:
  min_path_type: "register to register"
  min_from: "digit[3]"
run:
  warning_count: 41
  drv_cap: 0
## registers in the layout, indices dropped and copies added, names as in the netlist
signal  cells
seg         7
digit       4
## layer usage
metal | global-route usage, % | up-vias | part of all wire, %
li1 | - | 142 | -
met1 | 3.11 | 99 | 50
met2 | 3.21 | 16 | 34
met3 | 2.27 | 0 | 16
met4 | 0.176 | 0 | 0
met5 | 0 | - | 0
## cell type report
class	instances	area [um2]	area share, %
repair buffers	11	110	18.6
inverters	3	11.3	1.91
clock buffers	4	26.3	4.45
flip-flops and latches	11	220	37.3
well taps	46	57.6	9.75
multi-input cells	24	165	28.0
## cells in the mapped netlist
master and count:
or2_1 2, a211oi_1 1, inv_1 3, nor2_1 3, ha_1 5, nor4_1 1
buf_6 1, o22ai_1 1, clkbuf_2 1, a21oi_1 2, dfxtp_1 11, nand2b_1 1
buf_4 5, nand2_1 1, conb_1 2, mux2i_1 2
## power by group
part | internal (mW) | leakage [nW] | total (mW) | switching (mW)
clock | 0.0811 | 0.0150 | 0.150 | 0.0686
sequential | 0.244 | 0.0916 | 0.253 | 0.00915
combinational | 0.0308 | 0.144 | 0.0438 | 0.0130
total | 0.356 | 0.250 | 0.447 | 0.0908
## path summary, 6_finish.rpt
check	to	slack (ns)	cells past startpoint
setup / recovery	seg[2]	0.49	1
hold / removal	seg[0]	0.52	1
setup reg to reg	seg[3]	0.76	3
hold reg to reg	seg[0]	0.52	1
## through the flow
stage	utilization [%]	hold slack, ns
2_1_floorplan	-	0.408
3_3_place_gp	16.5	0.505
3_5_place_dp	16.5	0.506
4_1_cts	17.3	0.522
5_1_grt	17.3	0.536
6_report	17.3	0.517
## cells by family after synthesis
group,Yosys count
flip-flops,11
buffers and inverters,10
AND/OR/NAND/NOR,8
adder cells (fa/ha/maj),5
AND-OR/OR-AND,4
multiplexers,2
other,2
Power and IR drop assume default switching activity.
